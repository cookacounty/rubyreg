File: flow/config.mk
export PLATFORM = sky130hd
export DESIGN_NAME = regmap_example
export DESIGN_NICKNAME = regmap_example
export VERILOG_FILES = /design/flow/design.v
export SDC_FILE = /design/flow/constraint.sdc
export NUM_CORES = 4
export LEC_CHECK = 1
export CORE_UTILIZATION = 30
File: flow/constraint.sdc
current_design regmap_example

set clk_period 1.9
set clk_io_pct 0.2

create_clock -name clk0 -period $clk_period [get_ports {clk}]

set non_clock_inputs [all_inputs -no_clocks]
set_input_delay [expr $clk_period * $clk_io_pct] -clock clk0 $non_clock_inputs
set_output_delay [expr $clk_period * $clk_io_pct] -clock clk0 [all_outputs]
File: flow/design.v
module regmap_example(
	input              rst_l,
	input              clk,
	input              enable,
	input              sw_rst,
	input              reg_wr,
	input        [7:0] reg_rd_addr_a,
	input        [7:0] reg_rd_addr_b,
	input        [7:0] reg_wr_addr,
	input        [7:0] reg_wdat,
	input        [7:0] reg_mask,
	output reg   [7:0] reg_rdat_a,
	output reg   [7:0] reg_rdat_b
	,input nvm_blown_status
	,input nvm_busy
	,output reg r_anamon_en
	,output reg [3:0] r_anamon_sel
	,output reg r_digimon_en
	,output reg [3:0] r_digimon_sel
	,output reg [7:0] r_spare_vol_0
	,output reg r_nvm_reload
	,output reg r_nvm_blow
	,output reg [2:0] r_iref_trim
	,output reg [4:0] r_vref_trim
	,output reg [7:0] r_spare_nvm
	,output [7:0] reg_0x48
	,output [7:0] reg_0x49
	,output [7:0] reg_0x4A
	,output [7:0] reg_0xDF
	,output [7:0] reg_0xE0
	,output [7:0] reg_0xE1
);
always @(*) begin
	reg_rdat_a = 0;
	case(reg_rd_addr_a) 
		72: begin 
			reg_rdat_a[0]= r_anamon_en;
			reg_rdat_a[4:1]= r_anamon_sel;
		end
		73: begin 
			reg_rdat_a[0]= r_digimon_en;
			reg_rdat_a[4:1]= r_digimon_sel;
		end
		74: begin 
			reg_rdat_a[7:0]= r_spare_vol_0;
		end
		223: begin 
			reg_rdat_a[3]= nvm_blown_status;
			reg_rdat_a[2]= nvm_busy;
			reg_rdat_a[1]= r_nvm_reload;
			reg_rdat_a[0]= r_nvm_blow;
		end
		224: begin 
			reg_rdat_a[2:0]= r_iref_trim;
			reg_rdat_a[7:3]= r_vref_trim;
		end
		225: begin 
			reg_rdat_a[7:0]= r_spare_nvm;
		end
		default: begin
			reg_rdat_a = 0;
		end
	endcase
end
always @(*) begin
	reg_rdat_b = 0;
	case(reg_rd_addr_b) 
		72: begin 
			reg_rdat_b[0]= r_anamon_en;
			reg_rdat_b[4:1]= r_anamon_sel;
		end
		73: begin 
			reg_rdat_b[0]= r_digimon_en;
			reg_rdat_b[4:1]= r_digimon_sel;
		end
		74: begin 
			reg_rdat_b[7:0]= r_spare_vol_0;
		end
		223: begin 
			reg_rdat_b[3]= nvm_blown_status;
			reg_rdat_b[2]= nvm_busy;
			reg_rdat_b[1]= r_nvm_reload;
			reg_rdat_b[0]= r_nvm_blow;
		end
		224: begin 
			reg_rdat_b[2:0]= r_iref_trim;
			reg_rdat_b[7:3]= r_vref_trim;
		end
		225: begin 
			reg_rdat_b[7:0]= r_spare_nvm;
		end
		default: begin
			reg_rdat_b = 0;
		end
	endcase
end
assign PMIC_UDR_amon_en = reg_wr && (reg_wr_addr == 72);
assign PMIC_UDR_digmon_en = reg_wr && (reg_wr_addr == 73);
assign PMIC_UDR_spare_en = reg_wr && (reg_wr_addr == 74);
assign NVM_CONTROL_en = reg_wr && (reg_wr_addr == 223);
assign nvm_reg_0x02_en = reg_wr && (reg_wr_addr == 224);
assign nvm_reg_0x03_en = reg_wr && (reg_wr_addr == 225);
assign reg_0x48 = {1'b0,1'b0,1'b0,r_anamon_sel[3],r_anamon_sel[2],r_anamon_sel[1],r_anamon_sel[0],r_anamon_en};
assign reg_0x49 = {1'b0,1'b0,1'b0,r_digimon_sel[3],r_digimon_sel[2],r_digimon_sel[1],r_digimon_sel[0],r_digimon_en};
assign reg_0x4A = {r_spare_vol_0[7],r_spare_vol_0[6],r_spare_vol_0[5],r_spare_vol_0[4],r_spare_vol_0[3],r_spare_vol_0[2],r_spare_vol_0[1],r_spare_vol_0[0]};
assign reg_0xDF = {1'b0,1'b0,1'b0,1'b0,nvm_blown_status,nvm_busy,r_nvm_reload,r_nvm_blow};
assign reg_0xE0 = {r_vref_trim[4],r_vref_trim[3],r_vref_trim[2],r_vref_trim[1],r_vref_trim[0],r_iref_trim[2],r_iref_trim[1],r_iref_trim[0]};
assign reg_0xE1 = {r_spare_nvm[7],r_spare_nvm[6],r_spare_nvm[5],r_spare_nvm[4],r_spare_nvm[3],r_spare_nvm[2],r_spare_nvm[1],r_spare_nvm[0]};
wire  anamon_en_nxt = sw_rst ? 0 : PMIC_UDR_amon_en ? ((~reg_mask[0] & reg_wdat[0]) | (reg_mask[0] & r_anamon_en)) : r_anamon_en;
wire [3:0] anamon_sel_nxt = sw_rst ? 0 : PMIC_UDR_amon_en ? ((~reg_mask[4:1] & reg_wdat[4:1]) | (reg_mask[4:1] & r_anamon_sel)) : r_anamon_sel;
wire  digimon_en_nxt = sw_rst ? 0 : PMIC_UDR_digmon_en ? ((~reg_mask[0] & reg_wdat[0]) | (reg_mask[0] & r_digimon_en)) : r_digimon_en;
wire [3:0] digimon_sel_nxt = sw_rst ? 0 : PMIC_UDR_digmon_en ? ((~reg_mask[4:1] & reg_wdat[4:1]) | (reg_mask[4:1] & r_digimon_sel)) : r_digimon_sel;
wire [7:0] spare_vol_0_nxt = sw_rst ? 0 : PMIC_UDR_spare_en ? ((~reg_mask[7:0] & reg_wdat[7:0]) | (reg_mask[7:0] & r_spare_vol_0)) : r_spare_vol_0;
wire  nvm_reload_nxt = sw_rst ? 0 : NVM_CONTROL_en ? ((~reg_mask[1] & reg_wdat[1]) | (reg_mask[1] & r_nvm_reload)) : 0;
wire  nvm_blow_nxt = sw_rst ? 0 : NVM_CONTROL_en ? ((~reg_mask[0] & reg_wdat[0]) | (reg_mask[0] & r_nvm_blow)) : 0;
wire [2:0] iref_trim_nxt = sw_rst ? 0 : nvm_reg_0x02_en ? ((~reg_mask[2:0] & reg_wdat[2:0]) | (reg_mask[2:0] & r_iref_trim)) : r_iref_trim;
wire [4:0] vref_trim_nxt = sw_rst ? 0 : nvm_reg_0x02_en ? ((~reg_mask[7:3] & reg_wdat[7:3]) | (reg_mask[7:3] & r_vref_trim)) : r_vref_trim;
wire [7:0] spare_nvm_nxt = sw_rst ? 0 : nvm_reg_0x03_en ? ((~reg_mask[7:0] & reg_wdat[7:0]) | (reg_mask[7:0] & r_spare_nvm)) : r_spare_nvm;
always@(posedge clk or negedge rst_l) begin
	if (!rst_l) begin 
		r_anamon_en <= 0;	
		r_anamon_sel <= 0;	
		r_digimon_en <= 0;	
		r_digimon_sel <= 0;	
		r_spare_vol_0 <= 0;	
		r_nvm_reload <= 0;	
		r_nvm_blow <= 0;	
		r_iref_trim <= 0;	
		r_vref_trim <= 0;	
		r_spare_nvm <= 0;	
	end else if (enable) begin
		r_anamon_en <= anamon_en_nxt;	
		r_anamon_sel <= anamon_sel_nxt;	
		r_digimon_en <= digimon_en_nxt;	
		r_digimon_sel <= digimon_sel_nxt;	
		r_spare_vol_0 <= spare_vol_0_nxt;	
		r_nvm_reload <= nvm_reload_nxt;	
		r_nvm_blow <= nvm_blow_nxt;	
		r_iref_trim <= iref_trim_nxt;	
		r_vref_trim <= vref_trim_nxt;	
		r_spare_nvm <= spare_nvm_nxt;	
	end
end
endmodule
File: flow/run.sh
#!/bin/bash
# OpenROAD 26Q1-2900-gdf79404cd8, Yosys 0.63+post, stock flow scripts
make -C /OpenROAD-flow-scripts/flow DESIGN_CONFIG=/design/flow/config.mk WORK_HOME=/design/flow/orfs finish
==> results.py <==
# Auto-generated metrics
metrics = {
    "route": {
        "via_per_inst": 5.311,
        "drt-total-wl_um": 10370,
        "antennaDiodeCount": 0,
        "firstDrtPassIters": 5,
        "first_iter_violations": 217,
        "post_drt_wl_per_cell_um": 17.25,
        "drc": 0,
        "vias": 3192,
        "ant_nets": 0,
    },
    "power_and_ir_drop": {
        "finalPower_mw": 1.598,
        "pwr_density_cell_nw_per_um2": 335.7,
        "p_leak_nw": 2.068,
        "switching_power_uw": 419.3,
        "switching_share_pct": 26.25,
        "power_frac_comb_pct": 20.4,
        "seq_power_share_pct": 48.1,
        "vdd_drop_max_mv": 0.2510,
        "p_clk_share_pct": 31.6,
        "intPower_mw": 1.178,
    },
    "global_route": {
        "antenna_found_initial": 0,
        "grt_max_degree": 37,
        "grt_remaining_overflow": 0,
        "grt_usage_pct": 21.35,
        "grt_pass1_wl_um": 16190,
        "grt_pass1_vias": 3123,
    },
    "setup_path": {
        "critical_path_class": "primary input to output pin",
        "critical_path.max_fanout": 7,
        "worst_setup_path_end_kind": "output pin",
        "worstPathRequired_ns": 1.52,
        "cp.arrival_ns": 1.60,
        "start_kind": "primary input",
        "r2r-start": "r_vref_trim[1]",
        "critPathLaunch": "reg_rd_addr_a[7]",
    },
    "synth": {
        "postSynthCellCount": 329,
        "synth_area_um2": 2818,
        "yosysUniqueCellTypes": 51,
        "flop_cell": "dfrtp_1",
        "ys.flops": 36,
        "netlist.area_leader.share_pct": 31.97,
        "top_area_cell": "dfrtp_1",
        "yosys_area_um2": 2818,
        "postSynthAreaPerCell_um2": 8.564,
        "ys_warn_count": 7,
        "edf_count": 0,
        "ys_cells": 329,
        "async_reset_ff_share_pct": 100.0,
        "yosysSeqAreaShare_pct": 31.97,
        "synthTopCellsByArea": "dfrtp_1 32%, buf_4 13%, o211ai_1 6.9%, mux2i_1 3.9%, o21ai_0 3.7%",
    },
    "floorplan": {
        "coreArea_um2": 8891,
        "num_rows": 34,
        "die_height_um": 98.92,
        "initial_utilization_pct": 31.69,
        "io_pins": 147,
        "chipArea_um2": 9784,
        "die_w_um": 98.92,
    },
    "place": {
        "postPlaceCellArea_um2": 4395,
        "port_buffers": 136,
        "pre_cts_ws_ns": -0.7845,
        "placed_cells": 580,
        "hpwl_um": 7825,
        "gp_congestion": 0.8710,
    },
    "cts": {
        "cts_buffers": 5,
        "htree_levels": 2,
        "cts_tree": "done",
        "clkTransAtPathRegs_ns": 0.07,
        "cts_root_buffer": "clkbuf_8",
        "clock_sinks": 36,
        "insertion_delay_ns": 0.28,
        "clk_path_buf_depth": 2,
    },
    "cells_and_area": {
        "lay_top_cells": "99 x clkdlybuf4s50_1, 65 x buf_4, 36 x dfrtp_1",
        "fillers": 797,
        "fin_area_um2": 4758,
        "area_delta_synth_final_pct": 68.87,
        "final_cell_count_no_fill": 601,
        "utilization_pct": 53.52,
        "final_layout_size_suffix_gt1_share_pct": 33.87,
        "layout_top_cell": "clkdlybuf4s50_1",
    },
    "final_timing": {
        "finalSetupViolCount": 11,
        "finalCritPeriodShare_pct": 104.4,
        "period_minus_slack_ns": 1.984,
        "setup_tns_ns": -0.6400,
        "setup_slack_ns": -0.08433,
        "hold_ws_ns": 0.4654,
        "hold_viol": 0,
        "fmax_ghz": 0.5040,
        "skew_ns": 0,
        "finalMaxSlewViolations": 0,
        "rsz0062_at_grt": "yes",
    },
    "worst_hold_path": {
        "holdCritStartpoint": "reg_wr_addr[0]",
        "hold_path_class": "primary input to flop",
    },
    "flow_run": {
        "cap_viol_max_count": 0,
        "warnings": 27,
    },
    "run_status": {
        "violations": "negative setup slack",
        "status": "complete, but fails checks",
    },
}
Yosys cell counts, drive strengths merged, types with 4 or more instances:
| library cell | instances |
|---|---|
| clkbuf | 11 |
| o22ai | 10 |
| nand4 | 5 |
| mux2i | 11 |
| a22o | 10 |
| o21ai | 27 |
| inv | 20 |
| o41ai | 11 |
| nand3 | 8 |
| nor3 | 4 |
| nand2 | 17 |
| nor2b | 5 |
| nor2 | 8 |
| nand2b | 6 |
| dfrtp | 36 |
| a21oi | 12 |
| buf | 57 |
| o211ai | 26 |
power by group through the flow:
stage	Clock, mW	Combinational, mW	Sequential, mW
4_1_cts	0.512	0.307	0.768
5_1_grt	0.547	0.351	0.767
6_report	0.504	0.325	0.768
area by class of cell:
| type | instances | area, um2 | area share, % |
|---|---|---|---|
| clock inverters | 1 | 5.005 | 0.1052 |
| clock buffers | 6 | 72.57 | 1.525 |
| multi-input cells | 214 | 1647 | 34.60 |
| well taps | 108 | 135.1 | 2.840 |
| inverters | 20 | 75.07 | 1.578 |
| repair buffers | 216 | 1923 | 40.42 |
| flip-flops and latches | 36 | 900.9 | 18.93 |
metal layers:
layer | vias up | track usage, % | share of wire, %
li1 | 1507 | - | -
met1 | 1531 | 32.44 | 46
met2 | 147 | 33.08 | 46
met3 | 7 | 4.185 | 7.2
met4 | 0 | 2.411 | 0.96
met5 | - | 0 | 0
what timing repair did:
action                     4_1_cts  5_1_grt
buffers inserted                16        2
pin swaps                       29       23
hold buffers                     0        0
setup endpoints to repair       16       31
resized                        154       41
state kept, by name, indices dropped and copies added, names as in the netlist:
name           cells
r_anamon_en        1
r_anamon_sel       4
r_digimon_en       1
r_digimon_sel      4
r_iref_trim        3
r_nvm_blow         1
r_nvm_reload       1
r_spare_nvm        8
r_spare_vol_0      8
r_vref_trim        5
final timing paths:
check                           slack, ns  cells past startpoint               end
worst max-delay path                -0.08                     10     reg_rdat_a[6]
worst min-delay path                 0.47                      3    r_vref_trim[3]
worst max register to register       0.98                      3    r_vref_trim[1]
worst min register to register       0.61                      2  r_spare_vol_0[2]
max in group asynchronous            1.06                      2  r_spare_vol_0[2]
min in group asynchronous            0.52                      2    r_spare_nvm[5]
worst max-delay path: stages:
cell,delay [ns]
buf_2,0.10
buf_4,0.13
nor4_4,0.25
buf_6,0.18
buf_4,0.12
buf_6,0.08
buf_6,0.09
nand3_1,0.06
o21ai_1,0.09
buf_2,0.11
cells by family (layout without fill, tap and decap cells):
kind of cell	count (synthesis)	in the layout	share of synthesized area, %
AND-OR/OR-AND	113	113	27.71
buffers and inverters	88	243	19.23
AND/OR/NAND/NOR	79	79	16.65
flip-flops	36	36	31.97
multiplexers	12	12	4.307
other	1	10	0.1331
Power is estimated from default activity; no workload was simulated.
